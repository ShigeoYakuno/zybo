`design/flow/run.sh`:
```
#!/bin/bash
# OpenROAD 26Q1-2900-gdf79404cd8, Yosys 0.63+post, stock flow scripts
make -C /OpenROAD-flow-scripts/flow DESIGN_CONFIG=/design/flow/config.mk WORK_HOME=/design/flow/orfs finish
```
`design/flow/config.mk`:
```
export PLATFORM = sky130hd
export DESIGN_NAME = filter_fir
export DESIGN_NICKNAME = filter_fir
export VERILOG_FILES = /design/flow/design.v
export SDC_FILE = /design/flow/constraint.sdc
export NUM_CORES = 4
export LEC_CHECK = 1
export CORE_UTILIZATION = 30
export SYNTH_HDL_FRONTEND = slang
export SYNTH_MEMORY_MAX_BITS = 65536
```
`design/flow/constraint.sdc`:
```
current_design filter_fir

set clk_period 15.3
set clk_io_pct 0.2

create_clock -name clk0 -period $clk_period [get_ports {clk}]

set non_clock_inputs [all_inputs -no_clocks]
set_input_delay [expr $clk_period * $clk_io_pct] -clock clk0 $non_clock_inputs
set_output_delay [expr $clk_period * $clk_io_pct] -clock clk0 [all_outputs]
```
`design/flow/design.v`:
```
module filter_fir(
    input clk,rst,
    input signed [15:0]din,
    output signed [15:0]dout
    );
    parameter tap_len=63;
    parameter [tap_len-1:0][15:0]fir_coef = '{77, 50, 66, 84, 104, 128, 154, 183, 215, 249, 
                                            286, 325, 366, 408, 453, 498, 543, 589, 635, 680, 
                                            723, 765, 805, 842, 875, 906, 932, 954, 971, 984, 
                                            991, 994, 991, 984, 971, 954, 932, 906, 875, 842, 
                                            805, 765, 723, 680, 635, 589, 543, 498, 453, 408, 
                                            366, 325, 286, 249, 215, 183, 154, 128, 104, 84, 
                                            66, 50, 77};
    fir_direct #(.tap_len(tap_len))fir(
        .clk(clk),
        .rst(rst),
        .cke(1'b1),  
        .din(din),
        .dout(dout),
        .fir_coef(fir_coef)
        );
endmodule
module fir_direct #(
    parameter int tap_len = 63,
    parameter int data_width = 16,
    parameter int coef_width = 16
)(
    input  logic clk,
    input  logic rst,
    input  logic cke, 
    input  logic signed [data_width-1:0] din,
    output logic signed [data_width-1:0] dout,
    input  logic signed [tap_len-1:0][coef_width-1:0] fir_coef
);
localparam int mul_width = data_width + coef_width;  
localparam int acc_width = mul_width + $clog2(tap_len);  
localparam int num_stages = $clog2(tap_len);  
logic signed [data_width-1:0] sr [tap_len-1:0];
always_ff @(posedge clk) begin
    if (rst) begin
        for (integer i = 0; i < tap_len; i = i + 1) begin
            sr[i] <= '0;
        end
    end else if (cke) begin
        for (integer i = 0; i < tap_len - 1; i = i + 1) begin
            sr[i] <= sr[i+1];  
        end
        sr[tap_len-1] <= din;  
    end
end
logic signed [mul_width-1:0] mul_results [tap_len-1:0];
always_ff @(posedge clk) begin
    if (cke) begin
        for (int i = 0; i < tap_len; i = i + 1) begin
            mul_results[i] <= sr[tap_len - 1 - i] * fir_coef[i];
        end
    end
end
logic signed [acc_width-1:0] p_sums [num_stages:0][tap_len-1:0];
genvar stage, i;
generate
    for (i = 0; i < tap_len; i = i + 1) begin : gen_init_sum
        always_ff @(posedge clk) begin  
            if (cke) begin
                p_sums[0][i] <= mul_results[i];
            end
        end
    end
    for (stage = 0; stage < num_stages; stage = stage + 1) begin : gen_adder_stages
        localparam int num_inputs = (tap_len + (1 << stage) - 1) >> stage;
        localparam int num_outputs = (num_inputs + 1) >> 1;
        always_ff @(posedge clk) begin
            if (cke) begin
                for (int j = 0; j < num_outputs; j = j + 1) begin
                    if ( (2*j + 1) < num_inputs ) begin  
                        p_sums[stage+1][j] <= p_sums[stage][2*j] + p_sums[stage][2*j+1];
                    end else begin   
                        p_sums[stage+1][j] <= p_sums[stage][2*j];
                    end
                end
            end
        end
    end
endgenerate
logic signed [acc_width-1:0] mac_out;
assign mac_out = p_sums[num_stages][0];
logic signed [data_width-1:0] dout_reg;
logic signed [acc_width-1:0] scaled_out_reg;
localparam int PIPELINE_LATENCY = 1 + num_stages;  
localparam signed [data_width-1:0] MAX_VAL = (1 << (data_width - 1)) - 1;
localparam signed [data_width-1:0] MIN_VAL = -(1 << (data_width - 1));
logic [$clog2(PIPELINE_LATENCY):0] latency_cnt;
logic output_valid;
always_ff @(posedge clk) begin
    if (rst) begin
        latency_cnt <= '0;
        output_valid <= 1'b0;
        dout_reg <= '0;
    end else if (cke) begin
        if (latency_cnt < PIPELINE_LATENCY) begin
            latency_cnt <= latency_cnt + 1;
            dout_reg <= '0;  
            output_valid <= 1'b0;
        end else begin
            output_valid <= 1'b1;
            scaled_out_reg = mac_out >>> 15;  
            if (scaled_out_reg > MAX_VAL) begin
                dout_reg <= MAX_VAL;     
            end else if (scaled_out_reg < MIN_VAL) begin
                dout_reg <= MIN_VAL;     
            end else begin
                dout_reg <= scaled_out_reg[data_width-1:0];
            end
        end
    end
end
assign dout = dout_reg;
endmodule
```
==> summary.txt <==
Reports from this run.

- The run finished with clean final reports.
- Once layout is done, the placed cells without fillers occupy around 380000 um2.
- The end-of-flow timing check tallies setup violations at 0.
- The post-route clock skew is between 0.15 and 0.2 ns.
- The cts-stage hold buffer count is 0.
- The maximum resistive drop on vdd reads ~0.10 mV.
- The setup TNS is 0 ns.
- The area enclosed by the die boundary reads about 1100000 um2.
- For this sky-water flow run, the detailed-routed wirelength per cell is reported as ~15 um.
- The routed wire length is 729000 um.
- In this run the layout overhead on the synthesized area is reported as 12.4%.
- The number of antenna violations at the first check in global routing reads 36.
- The horizontal die dimension reported for this design is between 1000 and 1500 um.
- The first-pass iteration count of the detailed router reads 5.
- The clock buffer count from CTS is 645.
- RePlAce ended its routability-driven mode at a weighted congestion of just over 0.9.
- Post-CTS repair changed the size of 0 cells.
- The count of placed standard cells including taps is roughly 47000.
- The area share of the largest cell type after synthesis is approximately a third.
- The largest register by flop count reads fir.p_sums.
- The first global-routing pass estimated 1180000 um of wire.
- The minimum setup slack in the final design reads between 9 and 10 ns.
- The max-slew violation total from the final report is 0.
- The leakage power of the design reads just under 200 nW.
- The tally of nets with antenna violations remaining after routing reads 0.
- The cell count listed in synth_stat.txt reads roughly 33000.
- The critical path is of the flop to flop type.
- The achievable frequency is roughly 170 MHz.
- The register bit count reported by yosys reads between 5000 and 6000.
- The aggregate global routing overflow reads 0.
- Among all flip-flop cells after synthesis, the most frequent one is sky130_fd_sc_hd__dfxtp_1.
- Across the run, the number of max-cap violations was 0.
- The clock transition at the registers of the reported paths is around 0.060 ns.
- Post-route period utilization is reported as roughly two fifths.
- The report lists the power per cell area as 86.7 nW/um2.
- The cell type that accounts for the most area after synthesis is sky130_fd_sc_hd__dfxtp_1.
- The library cell appearing most often on the critical path reads sky130_fd_sc_hd__fa_1.
- By area the synthesized netlist is led by sky130_fd_sc_hd__dfxtp_1 34%, sky130_fd_sc_hd__ha_1 21%, sky130_fd_sc_hd__fa_1 15%.
- The vias after detailed routing reads 214697.
- The Yosys chip area reads approximately 340000 um2.
- Overall routing resource usage recorded by global route was around 13%.
- The buffers inserted during post-CTS setup optimization is 0.
- The critical path buffer and inverter count reads 4.
- The via count of the first global-routing pass reads between 200k and 250k.
- The number of warnings reported in the yosys synthesis log reads 0.
- The maximum clock path buffer count reads 5.
- The delay of the slowest critical-path stage reads roughly 0.64 ns.
- The number of remaining DRC errors is 0.
- The data arrival time of the worst path is roughly 6.8 ns.
- The flip-flop count of the largest register, all copies and words added reads between 3000 and 4000.
- In this design, the largest share of critical-path delay is due to adder cells.
- The CTS tree is built.
- The worst hold slack is ~0.26 ns.
- Before placement the cells fill 30.1% of the core.
- Setup repair after global routing left no endpoint under its margin.
- The critical path data required time is ~16 ns.
- The distinct cell type count of the synthesized netlist is about 92.
- The signal on the critical path passes through fa_1, inv_1, fa_1, fa_1, inv_1, fa_1, inv_1, fa_1, inv_1, ha_1, a21oi_1, a21boi_0, o21ai_0, a21oi_1, o41ai_2, o221ai_1, or4_1, a31oi_1, o21bai_1, xor2_1.
- The sequential fraction of the synthesis area reads 33.8%.
- The kind of capture point of the worst setup path reads a flop.
- Entering global routing, the biggest net connects ~100 pins.
- The proportion of register bits with asynchronous set or reset after synthesis reads 0%.
- The row count reads ~390.
- The H-tree generated during clock tree synthesis spans 6 levels.
- For this design, the slowest cell found on the critical path is sky130_fd_sc_hd__dfxtp_1.
- The largest registers in the layout are fir.p_sums: 3183 flops, fir.mul_results: 1507 flops, fir.sr: 1008 flops.
- The detailed-route vias per instance reads roughly 4.4.
- The worst-case headroom to the max-slew limit is a little over a third.
- In this run, synthesis inferred 0 flip-flops with an integrated enable.
- The core area reads 1130000 um2.
- The pre-CTS setup check shows a worst slack of approximately 8.5 ns.
- The number of standard cells in the final layout excluding fillers is around 49000.
- After synthesis, the mean cell area works out to a little over 10 um2.
- The instance count of the mapped netlist reads 32637.
- The maximum fanout count along the critical path reads 9.
- The time the worst path needs with I/O delays and setup is 5.87 ns.
- The category of the worst setup path launch point reads a flop.
- The estimated wirelength of the detail-placed design is about 590000 um.
- The reg-to-reg setup timing slack reads ~9.4 ns.
- Summing every instance area after synthesis gives around 340000 um2.
- At the later pin of the worst-skew pair, clock insertion delay measures 1.02 ns.
- According to the hold report, the worst path is of the flop to flop type.
- The height of the chip reads 1060 um.
- Buffers placed on the I/O ports in this run total 33.
- The count of warning messages emitted by the tools is between 100 and 150.
- The sink count of the clock tree reads 5718.
- The layout cell share with drive strength beyond 1 reads ~4.0%.
- The post-placement cell area is 358000 um2.
- The clock root buffer is sky130_fd_sc_hd__clkbuf_16.
- Per the final timing report, the hold violations number 0.
- The number of placed I/O pins is 34.
- The violation count after the first detailed-route iteration is between 8000 and 9000.
- The pin slew with the least headroom to its limit is between 0.9 and 1 ns.
-- per-layer routing --
layer	routed length (um)	track usage [%]	share of wire, %	up-vias
li1	-	-	-	109364
met1	341000	19.3	47	101192
met2	325000	21.0	45	3196
met3	41300	3.24	5.7	935
met4	21200	3.14	2.9	10
met5	264	0.133	0.036	-
-- Yosys cell counts, types with 94 or more instances --
cell type	instances
sky130_fd_sc_hd__dfxtp_1	5718
sky130_fd_sc_hd__ha_1	5580
sky130_fd_sc_hd__inv_1	5346
sky130_fd_sc_hd__fa_1	2575
sky130_fd_sc_hd__nor2_1	1781
sky130_fd_sc_hd__a21oi_1	1771
sky130_fd_sc_hd__xnor2_1	1739
sky130_fd_sc_hd__o21ai_0	997
sky130_fd_sc_hd__nor2b_1	928
sky130_fd_sc_hd__a21o_1	910
sky130_fd_sc_hd__nand2_1	829
sky130_fd_sc_hd__xor2_1	601
sky130_fd_sc_hd__nor3_1	402
sky130_fd_sc_hd__nand3_1	379
sky130_fd_sc_hd__o21a_1	344
sky130_fd_sc_hd__o21bai_1	324
sky130_fd_sc_hd__nand2b_1	301
sky130_fd_sc_hd__and3_1	178
sky130_fd_sc_hd__clkbuf_1	165
sky130_fd_sc_hd__a31oi_1	154
sky130_fd_sc_hd__a211oi_1	145
sky130_fd_sc_hd__nand4_1	127
sky130_fd_sc_hd__or3_1	121
sky130_fd_sc_hd__a21boi_0	110
sky130_fd_sc_hd__o211ai_1	94
-- cell usage in the layout, fill, tap and decap left out, types with 40 or more instances in the layout --
cell type / synthesis / routed
sky130_fd_sc_hd__nand2b_1: 301 / 301
sky130_fd_sc_hd__a31oi_1: 154 / 154
sky130_fd_sc_hd__a211o_1: 51 / 51
sky130_fd_sc_hd__or3_1: 121 / 121
sky130_fd_sc_hd__o21bai_1: 324 / 324
sky130_fd_sc_hd__and2_1: 87 / 87
sky130_fd_sc_hd__a21oi_1: 1771 / 1771
sky130_fd_sc_hd__clkbuf_8: 0 / 89
sky130_fd_sc_hd__o21a_1: 344 / 344
sky130_fd_sc_hd__nor2_1: 1781 / 1780
sky130_fd_sc_hd__bufinv_16: 0 / 99
sky130_fd_sc_hd__inv_1: 5346 / 5346
sky130_fd_sc_hd__o31a_1: 44 / 44
sky130_fd_sc_hd__a211oi_1: 145 / 145
sky130_fd_sc_hd__a21o_1: 910 / 910
sky130_fd_sc_hd__clkbuf_16: 0 / 650
sky130_fd_sc_hd__dfxtp_1: 5718 / 5718
sky130_fd_sc_hd__o211ai_1: 94 / 94
sky130_fd_sc_hd__fa_1: 2575 / 2575
sky130_fd_sc_hd__xor2_1: 601 / 601
sky130_fd_sc_hd__and3_1: 178 / 178
sky130_fd_sc_hd__nand4_1: 127 / 127
sky130_fd_sc_hd__clkinvlp_4: 0 / 60
sky130_fd_sc_hd__nand2_1: 829 / 829
sky130_fd_sc_hd__xnor2_1: 1739 / 1739
sky130_fd_sc_hd__a31o_2: 43 / 43
sky130_fd_sc_hd__buf_4: 0 / 40
sky130_fd_sc_hd__o21ai_0: 997 / 997
sky130_fd_sc_hd__nand3_1: 379 / 379
sky130_fd_sc_hd__ha_1: 5580 / 5580
sky130_fd_sc_hd__o41ai_1: 56 / 56
sky130_fd_sc_hd__clkbuf_1: 165 / 72
sky130_fd_sc_hd__clkinv_2: 0 / 87
sky130_fd_sc_hd__nor3_1: 402 / 402
sky130_fd_sc_hd__a21boi_0: 110 / 110
sky130_fd_sc_hd__or2_2: 78 / 78
sky130_fd_sc_hd__nor2b_1: 928 / 928
sky130_fd_sc_hd__o31ai_1: 79 / 79
sky130_fd_sc_hd__clkinv_4: 0 / 40
-- final cells by class --
type | instances | area (um2)
Inverter | 5346 | 20100
Clock inverter | 370 | 5660
Clock buffer | 811 | 17800
Tap cell | 14896 | 18600
Multi-Input combinational cell | 21405 | 204000
Antenna cell | 38 | 95.1
Fill cell | 109732 | 746000
Timing Repair Buffer | 75 | 676
Sequential cell | 5718 | 114000
-- worst register-to-register path: stages, from the launching register on --
cell	delay (ns)
sky130_fd_sc_hd__dfxtp_1	0.64
sky130_fd_sc_hd__fa_1	0.27
sky130_fd_sc_hd__inv_1	0.06
sky130_fd_sc_hd__fa_1	0.50
sky130_fd_sc_hd__fa_1	0.55
sky130_fd_sc_hd__inv_1	0.05
sky130_fd_sc_hd__fa_1	0.48
sky130_fd_sc_hd__inv_1	0.06
sky130_fd_sc_hd__fa_1	0.48
sky130_fd_sc_hd__inv_1	0.04
sky130_fd_sc_hd__ha_1	0.32
sky130_fd_sc_hd__a21oi_1	0.21
sky130_fd_sc_hd__a21boi_0	0.15
sky130_fd_sc_hd__o21ai_0	0.22
sky130_fd_sc_hd__a21oi_1	0.14
sky130_fd_sc_hd__o41ai_2	0.40
sky130_fd_sc_hd__o221ai_1	0.23
sky130_fd_sc_hd__or4_1	0.48
sky130_fd_sc_hd__a31oi_1	0.20
sky130_fd_sc_hd__o21bai_1	0.10
sky130_fd_sc_hd__xor2_1	0.15
-- cell families (layout without fill, tap and decap cells) --
| logic type | Yosys count | in the layout | synth area share [%] |
|---|---|---|---|
| mux | 8 | 8 | 0.0240 |
| fa+ha+maj | 8155 | 8155 | 35.8 |
| other cells | 1 | 39 | 0.00111 |
| buf+inv | 5514 | 6602 | 6.11 |
| flops | 5718 | 5718 | 33.8 |
| xor+xnor | 2340 | 2340 | 6.05 |
| compound gates | 5584 | 5584 | 10.6 |
| simple gates | 5317 | 5317 | 7.65 |
-- through the flow --
stage	util [%]	total power, mW
3_5_place_dp	31.7	16.7
3_3_place_gp	31.7	16.7
2_1_floorplan	-	16.3
6_report	33.8	33.1
5_1_grt	33.8	34.3
4_1_cts	33.8	33.6
-- path summary, 6_finish.rpt --
kind                            cells past startpoint                      end                    start
worst min register to register                      0      fir.p_sums[0][2217]  fir.mul_results[1][689]
worst max register to register                     20  fir.mul_results[0][571]           fir.sr[20][19]
worst max-delay path                               20  fir.mul_results[0][571]           fir.sr[20][19]
worst min-delay path                                0      fir.p_sums[0][2217]  fir.mul_results[1][689]
-- where the power goes --
part	leakage (nW)	switching, mW	internal [mW]	total (mW)
Sequential	46.1	0.151	15.1	15.3
Clock	11.3	6.65	10.1	16.7
Combinational	140	0.653	0.412	1.07
Total	197	7.46	25.6	33.1
No activity file was given, so power comes from the tool's default toggle rates.
